===== /design/flow/run.sh =====
#!/bin/bash
# OpenROAD 26Q1-2900-gdf79404cd8, Yosys 0.63+post, stock flow scripts
make -C /OpenROAD-flow-scripts/flow DESIGN_CONFIG=/design/flow/config.mk WORK_HOME=/design/flow/orfs finish

===== /design/flow/config.mk =====
export PLATFORM = sky130hd
export DESIGN_NAME = processor
export DESIGN_NICKNAME = processor
export VERILOG_FILES = /design/flow/design.v
export SDC_FILE = /design/flow/constraint.sdc
export NUM_CORES = 4
export LEC_CHECK = 1
export CORE_UTILIZATION = 30

===== /design/flow/constraint.sdc =====
current_design processor

set clk_period 18.8
set clk_io_pct 0.2

create_clock -name clk0 -period $clk_period [get_ports {clk}]

set non_clock_inputs [all_inputs -no_clocks]
set_input_delay [expr $clk_period * $clk_io_pct] -clock clk0 $non_clock_inputs
set_output_delay [expr $clk_period * $clk_io_pct] -clock clk0 [all_outputs]

===== /design/flow/design.v =====
`default_nettype none
module processor( input         clk, reset,
                  output [31:0] PC,
                  input  [31:0] instruction,
                  output        WE,
                  output [31:0] address_to_mem,
                  output [31:0] data_to_mem,
                  input  [31:0] data_from_mem
                );
    wire branchBlt,branchBeq,branchJal,branchJalr,regWrite,memToReg, ALUSrc;
    wire [2:0] ALUControl;
    wire [2:0] ImmControl;
    wire [31:0] res;  
    wire [31:0] rs1; 
    wire [31:0] immOp;
    wire zero;
    wire aSmaller;
    wire [31:0] srcB;
    wire [31:0] constFour = 4;
    wire [31:0] PCn;
    wire [31:0] PCPlus4;
    wire [31:0] sum2Out;
    wire [31:0] branchTarget;
    wire [31:0] mux5Out;
    wire branchJalx;
    wire branchOutcome;
    controlUnit cUnit (instruction,branchBlt,branchBeq,branchJal,branchJalr,regWrite,memToReg,WE,ALUControl,ALUSrc, ImmControl);
    soubor3Port reg3(instruction [19:15],instruction [24:20], instruction [11:7], 
                   clk, regWrite, 
                   res, 
                   rs1,data_to_mem);
    immDecode iDecode (instruction[31:7], ImmControl, immOp);
    alu32Bit alu(rs1, srcB, 
                ALUControl, 
                address_to_mem, 
                zero,
                aSmaller
               );
    branchJalxCirc branchJalxC (branchJal, branchJalr, branchJalx);
    branchOutcomeCirc branchOutcomeC (branchBlt, zero, aSmaller, branchBeq, branchJalx, branchOutcome);           
    multiplexor mux1 (PCPlus4,branchTarget,branchOutcome,PCn);          
    pcRegistr pcReg (clk,reset, PCn,  PC);
    multiplexor mux2 (data_to_mem,immOp,ALUSrc, srcB);
    multiplexor mux3 (sum2Out, address_to_mem, branchJalr, branchTarget);
    multiplexor mux4 (mux5Out,data_from_mem,memToReg, res);
    multiplexor mux5 (address_to_mem,PCPlus4, branchJalx, mux5Out);
    adder sum1 (constFour,PC,PCPlus4);
    adder sum2 (immOp, PC, sum2Out);
endmodule
module alu32Bit(  input [31:0] SrcA , SrcB, 
                  input [2:0] ALUControl, 
                  output reg [31:0] ALUResult, 
                  output reg Zero,
                  output reg aSmaller
               );
    always@(*) begin 
        if (ALUControl == 0) ALUResult = SrcA + SrcB;
        if (ALUControl== 1) ALUResult = SrcA - SrcB;
        if (ALUControl== 2) ALUResult = SrcA & SrcB;
        if (ALUControl== 3) ALUResult = $unsigned(SrcA) >> SrcB;
        if (ALUControl== 4) begin
            ALUResult[31:24] = SrcA[31:24] + SrcB[31:24];
            ALUResult[23:16] = SrcA[23:16] + SrcB[23:16];
            ALUResult[15:8] = SrcA[15:8] + SrcB[15:8];
            ALUResult[7:0] = SrcA[7:0] + SrcB[7:0];
        end
        if (ALUControl== 5) begin
            ALUResult[31:24] = (SrcA[31:24] + SrcB[31:24])/2;
            ALUResult[23:16] = (SrcA[23:16] + SrcB[23:16])/2;
            ALUResult[15:8] = (SrcA[15:8] + SrcB[15:8])/2;
            ALUResult[7:0] = (SrcA[7:0] + SrcB[7:0])/2;
        end
        if (ALUResult == 0) Zero =1;
        else Zero = 0;
        if ($signed(SrcA) < $signed(SrcB)) aSmaller = 1;
        else aSmaller = 0;
    end
endmodule
module soubor3Port(input [4:0] A1 , A2, A3, 
                   input clk, WE3,
                   input [31:0] WD3, 
                   output reg [31:0] rd1,rd2
                  );
    reg [31:0] rf[31:1];
    always@(*) begin 
        if (A1 != 0 ) rd1 = rf[A1] ;
        else rd1 = 0;
        if (A2 != 0 ) rd2 = rf[A2];
        else rd2 = 0;
    end
    always@(posedge clk) begin 
        if (WE3 == 1 && A3 != 0) rf[A3] = WD3;
    end
endmodule
module pcRegistr (input clk, reset,
                  input [31:0] PCn, 
                  output reg [31:0] PC
                 );
    always@(posedge clk or posedge reset) begin 
        if (reset) PC <= 0;
        else PC <= PCn;
    end
endmodule
module controlUnit(input [31:0] instruction,
                   output reg branchBlt,
                   output reg branchBeq,
                   output reg branchJal,
                   output reg branchJalr,
                   output reg regWrite,
                   output reg memToReg,
                   output reg memWrite,
                   output reg [2:0] ALUControl,
                   output reg ALUSrc,
                   output reg [2:0] ImmControl  
                  );
    always@(*) begin 
        if (instruction[6:0] == 7'b0110011) begin  
            branchBeq <= 0;
            branchBlt <= 0;
            branchJal <= 0;
            branchJalr <= 0;
            regWrite <= 1;
            memToReg <= 0;
            memWrite <= 0;
            ALUSrc <= 0;
            ImmControl <= 0;  
            if (instruction[31:25] == 7'b0000000 && instruction[14:12] == 3'b000) ALUControl <= 0;
            if (instruction[31:25] == 7'b0000000 && instruction[14:12] == 3'b111) ALUControl <= 2;
            if (instruction[31:25] == 7'b0100000 && instruction[14:12] == 3'b000) ALUControl <= 1;
            if (instruction[31:25] == 7'b0000000 && instruction[14:12] == 3'b101) ALUControl <= 3;
        end
        if (instruction[6:0] == 7'b0010011) begin  
            branchBeq <= 0;
            branchBlt <= 0;
            branchJal <= 0;
            branchJalr <= 0;
            regWrite <= 1;
            memToReg <= 0;
            memWrite <= 0;
            ALUControl <= 0;
            ALUSrc <= 1;
            ImmControl <= 1;
        end
        if (instruction[6:0] == 7'b1100011) begin  
            branchJal <= 0;
            branchJalr <= 0;
            regWrite <= 0;
            memToReg <= 0; 
            memWrite <= 0;
            ALUControl <= 1;
            ALUSrc <= 0;
            ImmControl <=3;
            if (instruction[14:12] == 3'b000) begin
                branchBeq <= 1;
                branchBlt <= 0;
            end
            if (instruction[14:12] == 3'b100) begin
                branchBeq <= 0;
                branchBlt <= 1;
            end
        end
        if (instruction[6:0] == 7'b0000011) begin  
             branchBeq <= 0;
            branchBlt <= 0;
            branchJal <= 0;
            branchJalr <= 0;
            regWrite <= 1;
            memToReg <= 1;
            memWrite <= 0;
            ALUControl <= 0;
            ALUSrc <= 1;
            ImmControl <= 1;
        end
        if (instruction[6:0] == 7'b0100011) begin  
            branchBeq <= 0;
            branchBlt <= 0;
            branchJal <= 0;
            branchJalr <= 0;
            regWrite <= 0;
            memToReg <= 1;
            memWrite <= 1;
            ALUControl <= 0;
            ALUSrc <= 1;
            ImmControl <= 2; 
        end
        if (instruction[6:0] == 7'b1101111) begin  
            branchBeq <= 0;
            branchBlt <= 0;
            branchJal <= 1;
            branchJalr <= 0;
            regWrite <= 1;
            memToReg <= 0;
            memWrite <= 0;
            ALUControl <= 0; 
            ALUSrc <= 0; 
            ImmControl <= 5; 
        end
        if (instruction[6:0] == 7'b1100111) begin  
            branchBeq <= 0;
            branchBlt <= 0;
            branchJal <= 0;
            branchJalr <= 1;
            regWrite <= 1;
            memToReg <= 0;
            memWrite <= 0;
            ALUControl <= 0;
            ALUSrc <= 1;
            ImmControl <= 1; 
        end
        if (instruction[6:0] == 7'b0001011) begin  
            branchBeq <= 0;
            branchBlt <= 0;
            branchJal <= 0;
            branchJalr <= 0;
            regWrite <= 1;
            memToReg <= 0;
            memWrite <= 0;
            ALUSrc <= 0;
            ImmControl <= 0; 
            if (instruction[31:25] == 7'b0000000 && instruction[14:12] == 3'b000) ALUControl <= 4;
            if (instruction[31:25] == 7'b0000000 && instruction[14:12] == 3'b001) ALUControl <= 5;
        end
    end
endmodule
module immDecode (input [24:0] immInstruction, 
                  input [2:0] immControl,
                  output reg[31:0] immOp);
    always@(*) begin 
        if (immControl == 0) begin
            immOp = 0;
        end
        if (immControl == 1) begin
            immOp = 0;
            immOp[11:0] = immInstruction[24:13];
        end
        if (immControl == 2) begin
            immOp = 0;
            immOp[11:5] = immInstruction[24:18];
            immOp[4:0] = immInstruction[4:0];
        end
        if (immControl == 3) begin
            immOp = 0;
            immOp[12] = immInstruction[24];
            immOp[10:5] = immInstruction[23:18];
            immOp[4:1] = immInstruction[4:1];
            immOp[11] = immInstruction[0];
        end
        if (immControl == 4) begin
            immOp = 0;
            immOp[19:0] = immInstruction[24:5];
        end
        if (immControl == 5) begin
            immOp = 0;
            immOp[20] = immInstruction[24];
            immOp[10:1] = immInstruction[23:14];
            immOp[11] = immInstruction[13];
            immOp[19:12] = immInstruction[12:5];
        end
    end
endmodule
module multiplexor (input [31:0] in0, in1, 
             input select,
             output reg [31:0] out
            );
    always@(*) begin
        if (select == 1) out = in1;
        else out = in0;
    end
endmodule
module adder (input [31:0] in0, in1,
              output [31:0] out);
    assign out = in0 + in1;
endmodule
module branchJalxCirc (input branchJal, branchJalr,
              output branchJalx);
    assign branchJalx = branchJal | branchJalr;
endmodule
module branchOutcomeCirc (input branchBlt, ALUzero, ALUaSmaller, branchBeq, branchJalx,
                          output branchOutcome);
    assign branchOutcome = (branchBlt & ALUaSmaller) | ((branchBeq & ALUzero)| branchJalx);
endmodule
`default_nettype wire

==> flow_summary.json <==
{
  "worst_path_most_repeated_cell": "buf_4",
  "drt-total-wl_mm": 242.9,
  "seq_power_share": 0.426,
  "yosysUniqueCellTypes": 97,
  "powerDensity_nw_per_um2": 88.14,
  "yosys.area.top_type": "edfxtp_1",
  "syn_to_final_growth_pct": 15.08,
  "cts_root_buffer": "clkbuf_16",
  "ys_cells": 4493,
  "cts_buffers": 106,
  "edf_count": 992,
  "setup.worst_path.end_class": "flop",
  "ys.flops": 1090,
  "power_frac_clock": 0.351,
  "cts_tree": "done",
  "syn_avg_cell_area_um2": 13.28,
  "lay_top_cells": "edfxtp_1, mux4_2, mux2i_1, nand2_1, nor2_1",
  "coreArea_um2": 197400,
  "lay_top_count": "edfxtp_1",
  "p_leak_uw": 0.02352,
  "drv_cap": 0,
  "first_pass_iters": 6,
  "cp_data_arrival_time_ps": 13600,
  "rows": 163,
  "p_sw_uw": 1832,
  "overflow": 0,
  "cts_setup_buffers": 0,
  "ys_top_cells_by_area": "edfxtp_1, mux4_2, mux2i_1, a21oi_1, ha_1",
  "die_height_um": 448.0,
  "drc_errors": 0,
  "synthCells": 4493,
  "grt_pass1_wl_mm": 339.2,
  "h-tree-depth": 3,
  "period_used_share": 0.6922,
  "fin_setup_tns_ps": 0,
  "die_area_um2": 200700,
  "comb_power_share": 0.223,
  "status": "complete, no violations",
  "syn_area_um2": 59680,
  "fin_worst_skew_ps": 61.81,
  "timing.hold.ws_ps": 627.4,
  "fmax_mhz": 76.84,
  "yosysWarnings": 14,
  "clock_path_buffers": 3,
  "unconstrained_endpoints": 99,
  "vias": 43826,
  "relSlewSlack": 0.3206,
  "grt_max_degree": 91,
  "critPathTopFamily": "simple AND/OR/NAND/NOR gates",
  "worst-endpoint-required_ps": 19390,
  "synth_top_flop_cell": "edfxtp_1",
  "antenna_found_initial": 4,
  "grt_pass1_vias": 45393,
  "hold_violations": 0,
  "clk_pin_slew_ps": 50,
  "gp_congestion": 1.048,
  "crit_path_max_incr_delay_ps": 700,
  "unclocked_regs": 66,
  "fin_crit_ps": 13010,
  "grt_use_total": 0.2536,
  "cp_num_buf_inv": 7,
  "synth_chip_area_um2": 59680,
  "tool_warnings": 58,
  "cp_slowest_cell": "nor2b_1",
  "rsz0062_at_grt": "no",
  "drt_iter0_markers": 3878,
  "ir_worst_vdd_mv": 0.08005,
  "dp_hpwl_mm": 166.3,
  "worst_pin_slew_ps": 1012,
  "worstPathMaxFanout": 55,
  "final_max_slew_viol_count": 0,
  "holdCritPathClass": "flop to flop",
  "die_w_um": 448.0,
  "top_cell_area_share": 0.4991,
  "wl_per_cell_um": 32.79,
  "switching_share": 0.3025,
  "vias_per_cell": 5.917,
  "setup_viol": 0,
  "cts_resized": 0,
  "port_buffers": 162,
  "p_int_uw": 4222,
  "clk_latency_ps": 760,
  "ios": 163,
  "crit_type": "input pin to flop",
  "drtAntennaViolNets": 0,
  "async_reset_ff_frac": 0.02936,
  "drive_gt1_frac": 0.1936,
  "ctsHoldBuffers": 0,
  "fp_util": 0.3023,
  "nFillCells": 18967,
  "start_kind": "input pin"
}
-- power groups by stage --
stage                 Sequential, µW  Combinational, µW  Clock (µW)
final                           2580               1350        2120
after global routing            2580               1430        2230
after CTS                       2580               1320        2140
-- layer usage --
layer	part of all wire	up-vias	global-route usage
met5	0.0034	-	0.02838
met4	0.065	19	0.1251
met3	0.17	680	0.1857
met2	0.44	3306	0.3621
met1	0.32	21529	0.2780
li1	-	18292	-
-- kinds of logic after synthesis --
kind of cell / count (synthesis) / synth area share
AOI/OAI and AO/OA: 1021 / 0.1169
xor gates and xnor gates: 91 / 0.01359
adders and majority gates: 92 / 0.02004
buffers and inverters: 445 / 0.03321
DFF: 1024 / 0.5125
latches: 66 / 0.01660
muxes: 784 / 0.2100
and+or+nand+nor: 970 / 0.07713
-- worst min-delay path: cells and delay by family, from the launching register on --
family          cells  cell delay, ps
compound gates      1              60
simple gates        1              90
flops               1             440
-- cell usage after synthesis, drive strengths merged, types with 21 or more instances --
cell and number:
xnor2 68, o221ai 26, mux4 368, clkbuf 142, edfxtp 992, a211oi 63, a22oi 109, nor4 21
and3 41, a21o 32, ha 86, buf 170, mux2i 363, nand2 283, inv 131, nor2 285
a22o 32, a221oi 33, or3 21, o21ai 202, mux2 53, and2 25, dlxtn 66, o21bai 30
a21oi 218, o211ai 22, nor2b 27, nor3 67, xor2 22, o22ai 39, a221o 24, nand4 30
nand2b 38, nand3 69, a31oi 26, dfrtp 32
-- final timing paths --
kind                                     end       startpoint  cells after the start  slack, ps
worst max-delay path            pcReg.PC[21]  instruction[22]                     31       5790
worst min-delay path             pcReg.PC[0]      pcReg.PC[0]                      2        630
worst max register to register  pcReg.PC[21]    reg3.rf[3][0]                     26      10270
worst min register to register   pcReg.PC[0]      pcReg.PC[0]                      2        630
max in group asynchronous        pcReg.PC[0]            reset                      3      15010
min in group asynchronous        pcReg.PC[3]            reset                      3       3460
-- through the flow --
step / total power [µW] / util / area, µm² / std cells / worst slack, ps
after global routing: 6239 / 0.3478 / 68660 / 7398 / 5628
after CTS: 6037 / 0.3478 / 68660 / 7398 / 6217
after global placement: 3941 / 0.3301 / 65170 / 7200 / 5377
after detailed placement: 3934 / 0.3302 / 65180 / 7201 / 5474
final: 6054 / 0.3479 / 68680 / 7407 / 5786
after floorplan: 3439 / - / 59680 / 4493 / 8242
-- registers in the layout (all words and copies together), names as in the netlist, 2 cells and up --
name	flops
alu.ALUResult	32
cUnit.ALUControl	3
cUnit.ImmControl	2
iDecode.immOp	21
pcReg.PC	32
reg3.rf	992
-- layout make-up --
cell class                 instances  area, µm²  share of cell area
sequential                      1090      31590              0.4599
antenna                            9      22.52           0.0003279
multi-input combinational       2958      26500              0.3858
tap                             2640       3303             0.04809
inverter                         133      499.2            0.007269
clock inverter                    66      698.2             0.01017
timing repair buffer             380       3298             0.04802
clock buffer                     131       2778             0.04044
Power figures rest on the tool's default switching activity, not on a simulated workload.
